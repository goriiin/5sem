[flow/run.sh]
#!/bin/bash
# OpenROAD 26Q1-2900-gdf79404cd8, Yosys 0.63+post, stock flow scripts
make -C /OpenROAD-flow-scripts/flow DESIGN_CONFIG=/design/flow/config.mk WORK_HOME=/design/flow/orfs finish
[flow/constraint.sdc]
current_design l2

set clk_period 4.7
set clk_io_pct 0.2

create_clock -name clk0 -period $clk_period [get_ports {clk}]

set non_clock_inputs [all_inputs -no_clocks]
set_input_delay [expr $clk_period * $clk_io_pct] -clock clk0 $non_clock_inputs
set_output_delay [expr $clk_period * $clk_io_pct] -clock clk0 [all_outputs]
[flow/design.v]
`timescale 1ns / 1ps
module l2(
    input rst,  
	input clk,  
	input count,  
	output wire cnt,  
	output wire[1:0] s_out  
	);
	localparam STATE0 = 2'b10;
	localparam STATE1 = 2'b00;
	localparam STATE2 = 2'b01;
	localparam STATE3 = 2'b11;
	reg[1:0]  s;
	wire[1:0]  sn;
	reg [20:0] counter;  
	wire dly_ovf;  
	wire dly_en; 
	assign s_out = s;
	always @(posedge clk)
		if(rst) 
			s <= STATE0;
		else 
			s <= sn;
	assign cnt = ~s[1];
	assign dly_en = s[1] & s[0] | (~(s[1] & s[0]));
	assign sn[0] = (dly_ovf & ~s[1]) | (s[0] & ~dly_ovf); 
	assign sn[1] = (s[1] & s[0]) | (s[0] & ~count) | (s[1] & ~count); 
	always @(posedge clk) 
		if(rst || (dly_en == 1'b0)) 
			counter <= 0;
		else
			counter <= counter + 1;
	assign dly_ovf = (counter == 2**20);  
endmodule
[flow/config.mk]
export PLATFORM = sky130hd
export DESIGN_NAME = l2
export DESIGN_NICKNAME = l2
export VERILOG_FILES = /design/flow/design.v
export SDC_FILE = /design/flow/constraint.sdc
export NUM_CORES = 4
export LEC_CHECK = 1
export CORE_AREA = 10 10 91 91
export DIE_AREA = 0 0 101 101
==> qor.txt <==
vias per cell - 4.000
Worst Hold Path Cells - 1
total negative slack - 0 ns
# setup viols final - 0
Congestion Overflow GR - 0
FF/Latch Area - 460.4 um2
drt drc - 0
Crit path arrival time - 1.12 ns
GPL Wtd Cong - 0.7709
Synth warnings - 1
Setup CP Type - flop to output port
Fin. Hold Viols - 0
Worst path max stage delay - 0.46 ns
area occupied by multi-input gates - 561.8 um2
Clock Pin Slew Worst Setup and Hold Paths - 0.08 ns
total setup buffers inserted after CTS - 0
leakage dissipation - 0.4139 nW
CP Max Fanout - 3
Late-Pin Clk Latency - 0.26 ns
ordered list of cells on the worst path - inv_1, clkdlybuf4s50_1
Slew HR - 63.01%
Area Growth Syn to Fin - 17.27%
Final Power - 334.7 uW
critical path depth - 2
DR pass1 iterations - 4
Final Skew - 0.003126 ns
Power per Cell Area - 268.1 nW/um2
Post-Layout Cell Count - 207
post-synthesis cell count - 124
H-tree Lvls - 1
worst setup path endpoint - cnt
DRT iter0 DRCs - 35
# placed instances - 203
Reg2Reg Depth - 4
Max IR drop VDD - 0.0001047 V
Worst Tran Pin Value - 0.5497 ns
post-route ant nets - 0
r2r setup slk - 2.88 ns
Root Driver - clkbuf_8
capturing point of the worst reg2reg path - counter[19]$_SDFF_PP0_
vias in the first global route - 767
Die Ht - 101 um
min-delay worst type - flop to flop
first-pass GRT wire length - 3594 um
CP startpoint - s[1]$_SDFF_PP1_
number of top-level pins - 6
syn_area_per_cell - 8.587 um2
RSZ-0062 raised after global routing - false
r2r startpoint - counter[2]$_SDFF_PP0_
CP top delay family - buffers and inverters
filler cell count - 673
post-CTS resize count - 0
max frequency - 486.0 MHz
Critical Path Sink Type - output port
initial antenna violation count - 0
Inserted Diodes - 0
fp util - 16.77%
outcome - completed
Synth Cell Area - 1065 um2
Critical path buffers and inverters - 2
tool warnings - 26
Crit-path slowest cell - clkdlybuf4s50_1
CTS buffer count - 3
Final Slew Violations - 0
final WL - 1949 um
Rows - 29
DP HPWL - 1347 um
Data required, critical path - 3.76 ns
post-synthesis sequential area ratio - 43.24%
Startpoint Class - flop
Cell variety after synth - 30
Chip Area - 10,200 um2
cycle use final - 43.78%
number of max-cap violations - 0
port bufs - 5
CTS tree - built
chip area line of the yosys report - 1065 um2
All-Layer GR Usage - 4.122%
clock buffer depth - 2
post-layout util - 19.67%
shortest period the worst path allows - 2.058 ns
Core Region - 6350 um2
layout cell share with drive strength beyond 1 - 8.462%
detailed-route via count - 828
ys flops - 23
largest net degree at the start of global routing - 25
yosys stat cell total - 124
die width - 101 um
hold buffer count at CTS - 0
drt wl/cell - 9.415 um
clock sink total - 23
## cells in the mapped netlist
master / n / area share [%]
a21oi_1: 11 / 5.2
clkbuf_2: 1 / 0.47
or4_4: 1 / 1.1
nor2b_1: 1 / 0.59
inv_1: 7 / 2.5
nand4_4: 1 / 2.0
nand4_1: 1 / 0.59
nor3_1: 5 / 2.3
nand3_1: 4 / 1.9
nand2b_1: 2 / 1.2
nand4_2: 1 / 1.2
clkbuf_1: 3 / 1.1
or4_1: 3 / 2.1
dfxtp_1: 23 / 43
maj3_1: 1 / 0.94
nand3_2: 1 / 0.94
nand2_1: 7 / 2.5
a31o_2: 1 / 0.82
and2_1: 1 / 0.59
nor4bb_1: 1 / 0.94
ha_1: 2 / 2.3
nor2_1: 12 / 4.2
xor2_1: 3 / 2.5
nor4_1: 3 / 1.8
or3_1: 8 / 4.7
and4_1: 1 / 0.82
o21ai_0: 9 / 4.2
and3_1: 3 / 1.8
xnor2_1: 6 / 4.9
or3_2: 1 / 0.71
## placed cells by master, fill, tap and decap left out, types with 2 or more instances in the layout
cell type        Yosys  final
a21oi_1             11     11
and3_1               3      3
clkbuf_8             0      3
clkdlybuf4s50_1      0      5
dfxtp_1             23     23
ha_1                 2      2
inv_1                7      7
nand2_1              7      7
nand2b_1             2      2
nand3_1              4      4
nor2_1              12     12
nor3_1               5      5
nor4_1               3      3
o21ai_0              9      9
or3_1                8      8
or4_1                3      3
xnor2_1              6      6
xor2_1               3      3
## final cells by class
| type | instances | share of cell area, % |
|---|---|---|
| flip-flops and latches | 23 | 36.87 |
| clock buffers | 3 | 3.307 |
| well taps | 77 | 7.715 |
| multi-input cells | 90 | 44.99 |
| inverters | 7 | 2.104 |
| repair buffers | 6 | 4.609 |
| clock inverters | 1 | 0.4008 |
## state kept, by name (all words and copies together) (netlist names), named ones only
signal	count
counter	21
s	1
## worst min-delay path by stage
stage	startpoint	endpoint	slack [ns]
after CTS	counter[0]$_SDFF_PP0_	counter[0]$_SDFF_PP0_	0.49
after global routing	counter[0]$_SDFF_PP0_	counter[0]$_SDFF_PP0_	0.51
final	counter[0]$_SDFF_PP0_	counter[0]$_SDFF_PP0_	0.48
## where the power goes
part / switching, mW / internal (mW) / total [mW]
clock: 0.0613 / 0.0591 / 0.120
combinational: 0.00619 / 0.00766 / 0.0139
sequential: 0.00299 / 0.197 / 0.200
total: 0.0705 / 0.264 / 0.335
## layer usage
metal | vias to the layer above | track usage (%) | part of all wire [%]
met5 | - | 0 | 0
met4 | 0 | 0.7503 | 1.9
met3 | 2 | 1.247 | 3.0
met2 | 4 | 6.536 | 44
met1 | 376 | 5.475 | 51
li1 | 446 | - | -
## cells by family after synthesis
kind of cell | share of synthesized area, %
simple gates | 31.85
flops | 43.24
compound gates | 10.22
buf+inv | 3.995
xor+xnor | 7.403
fa+ha+maj | 3.290
## through the flow
stage / instance area [um2] / setup slack, ns / hold WS [ns]
detailed placement: 1202 / 2.517 / 0.4686
finish: 1249 / 2.642 / 0.4837
global placement: 1202 / 2.528 / 0.4539
global route: 1249 / 2.571 / 0.5118
floorplan: 1065 / 3.038 / 0.4400
CTS: 1249 / 2.615 / 0.4908
No activity file was given, so power comes from the tool's default toggle rates.
