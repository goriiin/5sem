==> ./design.v <==
`timescale 1ns / 1ps
module lab1_ex(
   input rst,  
	input clk,  
	input count,  
	output wire cnt,  
	output wire[1:0] s_out  
	);
	localparam STATE0 = 2'b11;
	localparam STATE1 = 2'b00;
	localparam STATE2 = 2'b01;
	localparam STATE3 = 2'b10;
	reg[1:0]  s;
	wire[1:0]  sn;
	reg [20:0] counter;  
	wire dly_ovf;  
	wire dly_en; 
	assign s_out = s;
	always @(posedge clk)
		if(rst) 
			s <= STATE0;
		else 
			s <= sn;
	assign cnt = ~s[1];
	assign dly_en = ~s[0];
	assign sn[0] =  (dly_ovf & ~s[0]) | (count & ~s[1] & s[0]) | (~count & s[1] & s[0]);  
	assign sn[1] =  (s[1] & ~s[0]) | (~count & s[0]);  
	always @(posedge clk) 
		if(rst || (dly_en == 1'b0)) 
			counter <= 0;
		else
			counter <= counter + 1;
	assign dly_ovf = (counter == 2**20);  
endmodule
==> ./run.sh <==
#!/bin/bash
# OpenROAD 26Q1-2900-gdf79404cd8, Yosys 0.63+post, stock flow scripts
make -C /OpenROAD-flow-scripts/flow DESIGN_CONFIG=/design/flow/config.mk WORK_HOME=/design/flow/orfs finish
==> ./config.mk <==
export PLATFORM = sky130hd
export DESIGN_NAME = lab1_ex
export DESIGN_NICKNAME = lab1_ex
export VERILOG_FILES = /design/flow/design.v
export SDC_FILE = /design/flow/constraint.sdc
export NUM_CORES = 4
export LEC_CHECK = 1
export CORE_AREA = 10 10 102 102
export DIE_AREA = 0 0 112 112
==> ./constraint.sdc <==
current_design lab1_ex

set clk_period 2.8
set clk_io_pct 0.2

create_clock -name clk0 -period $clk_period [get_ports {clk}]

set non_clock_inputs [all_inputs -no_clocks]
set_input_delay [expr $clk_period * $clk_io_pct] -clock clk0 $non_clock_inputs
set_output_delay [expr $clk_period * $clk_io_pct] -clock clk0 [all_outputs]
==> flow_summary.yaml <==
# implementation run metrics
flow_run:
  tool_warnings: 26
  drv_cap: 0
floorplan:
  die_h_um: 112
  die_area_um2: 12500
  io_pins: 6
  die_w_um: 112
  core_um2: 8220
  fp-utilization_pct: 13.5
  rows: 33
synthesis:
  syn-cell-area_um2: 1110
  synth_warnings: 1
  syn_inst: 126
  ys_seq_share_pct: 41.6
  ys_ff: 23
  avgSynthCellArea_um2: 8.79
  synth_top_area_share_pct: 41.6
  yosysUniqueCellTypes: 30
  top_area_cell: "dfxtp_1"
  yosys_cells: 126
  area_leaders: "dfxtp_1 42%, xnor2_1 5.5%, nor2_1 5.4%, nand4_1 4.5%, or3_1 4.0%"
  yosys_area_um2: 1110
place:
  placed_cells: 232
  dp_hpwl_um: 1490
  numPortBuffers: 5
  routabilityCongestion: 0.792
  pre_cts_ws_ns: 0.922
final_layout:
  final_cell_mix: "23 x dfxtp_1, 16 x nor2_1, 8 x nand4_1, 8 x o21ai_0"
  final_cells: 236
  fillers: 914
  drive_above_1_share_pct: 6.87
  area_delta_synth_final_pct: 18.6
  regArea_um2: 460
  mi_logic_area_um2: 612
  layout_top_cell: "dfxtp_1"
power:
  power.density_nw_per_um2: 429
  peakVddDrop_mv: 0.142
  power_leakage_nw: 0.435
critical_path:
  required_ns: 2.24
  path_buffers: 1
  crit_fanout: 8
  critPathArrivalTime_ns: 1.20
  critical_path.max_stage_delay_ns: 0.51
  endpoint_kind: "primary output"
  path_class: "reg -> out"
  path_delay_family: "buffers and inverters"
  path_cells: "clkdlybuf4s50_1"
  slowest_stage: "clkdlybuf4s50_1"
  start_kind: "flop"
final_timing:
  finClkSkew_ns: 0.00228
  setup_ws_ns: 1.04
  min_period_ns: 1.76
  tightest_slew_ns: 0.388
  slew_headroom_pct: 73.8
  maxSlewViolCount: 0
  rsz0062_at_grt: "no"
  timing.fmax_mhz: 567
  timing.final.crit_share_pct: 63.0
  setup-violations-final: 0
  setup_tns_ns: 0
  hold_viol: 0
detailed_routing:
  drc: 0
  ant_nets: 0
  wire_per_inst_um: 8.94
  drt-initial-drc-count: 27
  post_drt_via_cell_ratio: 3.81
  dr.pass1.iters: 3
  diodes: 0
  vias: 900
  routed_wl_um: 2110
clock_tree:
  cts_max_level: 1
  clk_pin_slew_ns: 0.08
  clock_latency_ns: 0.26
  cts_tree: "done"
  post-cts-setup-buffers: 0
  clockBufferDepth: 2
  cts_resized: 0
  numCtsBuffers: 3
  clkSinkCount: 23
  cts_root_buf: "clkbuf_8"
  hold_buffers: 0
grt:
  grt_start_max_net_pins: 20
  grt_pass1_wl_um: 3640
  grt_pass1_vias: 810
  grt_usage_pct: 3.33
  gr-total-overflow: 0
  antenna_found_initial: 0
run_status:
  status: "finished, final reports clean"
hold_path:
  hold_class: "reg -> reg"
[sequential cells by signal (all words and copies together), names as in the netlist, named ones only]
| signal | count |
|---|---|
| s | 1 |
| counter | 21 |
[stage by stage]
step           utilization, %  hold slack, ns  area (um2)  power [mW]
2_1_floorplan               -           0.437        1110       0.357
5_1_grt                  16.0           0.507        1310       0.593
6_report                 16.0           0.484        1310       0.563
3_3_place_gp             15.4           0.460        1270       0.372
3_5_place_dp             15.4           0.469        1270       0.372
4_1_cts                  16.0           0.485        1310       0.575
[layer usage]
layer / vias to the layer above / share of wire [%] / GRT usage [%]
met2: 11 / 40 / 4.97
met4: 0 / 1.0 / 0.338
li1: 466 / - / -
met5: - / 0 / 0
met3: 4 / 6.8 / 1.74
met1: 419 / 53 / 4.34
[logic make-up (layout without fill, tap and decap cells)]
group                    after synthesis  after routing  synth area share [%]
AND-OR/OR-AND                         17             17                  8.25
XOR/XNOR                              12             12                  9.49
adder cells (fa/ha/maj)                2              2                  2.26
buffers and inverters                  8             13                  3.16
flip-flops                            23             23                  41.6
multiplexers                           1              1                 0.904
AND/OR/NAND/NOR                       63             63                  34.4
[power by group]
| group | switching (mW) | total [mW] | leakage, nW | internal, mW |
|---|---|---|---|---|
| Clock | 0.0978 | 0.199 | 0.0228 | 0.101 |
| Combinational | 0.0132 | 0.0280 | 0.227 | 0.0148 |
| Sequential | 0.00533 | 0.336 | 0.186 | 0.331 |
| Total | 0.116 | 0.563 | 0.435 | 0.447 |
[synthesized netlist by cell type, drive strengths merged]
| cell | number |
|---|---|
| a21oi | 7 |
| a31oi | 1 |
| a41o | 1 |
| and2 | 1 |
| and3 | 5 |
| and4 | 1 |
| buf | 2 |
| clkbuf | 2 |
| dfxtp | 23 |
| ha | 2 |
| inv | 4 |
| mux2i | 1 |
| nand2 | 5 |
| nand2b | 1 |
| nand3 | 8 |
| nand4 | 10 |
| nor2 | 16 |
| nor3 | 1 |
| nor4 | 5 |
| nor4b | 2 |
| o21ai | 8 |
| or2 | 1 |
| or3 | 7 |
| xnor2 | 7 |
| xor2 | 5 |
[layout make-up]
class,count,share of cell area (%)
timing repair buffer,5,3.81
multi-input combinational,95,46.6
sequential,23,35.0
inverter,4,1.14
tap,105,10.0
clock buffer,4,3.43
[path summary, 6_finish.rpt]
check	slack, ns	endpoint	depth (start not counted)	start
max	1.04	s_out[0]	1	s[0]
min	0.48	counter[0]	1	counter[0]
min reg2reg	0.48	counter[0]	1	counter[0]
max reg2reg	1.12	counter[18]	5	counter[0]
Power and IR drop assume default switching activity.
