File: /design/flow/config.mk
export PLATFORM = sky130hd
export DESIGN_NAME = automata
export DESIGN_NICKNAME = automata
export VERILOG_FILES = /design/flow/design.v
export SDC_FILE = /design/flow/constraint.sdc
export NUM_CORES = 4
export LEC_CHECK = 1
export CORE_AREA = 10 10 70 70
export DIE_AREA = 0 0 80 80
File: /design/flow/run.sh
#!/bin/bash
# OpenROAD 26Q1-2900-gdf79404cd8, Yosys 0.63+post, stock flow scripts
make -C /OpenROAD-flow-scripts/flow DESIGN_CONFIG=/design/flow/config.mk WORK_HOME=/design/flow/orfs finish
File: /design/flow/design.v
`timescale 1ns / 1ps
module automata(
	input rst,
	input clk,
	input [7:0] U,
	input [7:0] EN,
	output reg [7:0] C,
	output reg [2:0] state, next_state
    );
localparam [2:0] N0 = 3'b000;
localparam [2:0] N1 = 3'b001;
localparam [2:0] N2 = 3'b010;
localparam [2:0] N3 = 3'b011;
localparam [2:0] N4 = 3'b100;
localparam [2:0] N5 = 3'b101;
localparam [7:0] out_zero = 8'b00000000;
localparam [7:0] out_N0_N5 = 8'b01000110;
localparam [7:0] out_N1_N4 = 8'b01111111;
localparam [7:0] out_N1_N5 = 8'b10010001;
localparam [7:0] out_N2_N2 = 8'b10000000;
localparam [7:0] out_N2_N5 = 8'b01110001;
localparam [7:0] out_N3_N0 = 8'b00111001;
localparam [7:0] out_N3_N1 = 8'b10110110;
localparam [7:0] out_N3_N2 = 8'b10010110;
localparam [7:0] out_N4_N0 = 8'b10101000;
localparam [7:0] out_N4_N3 = 8'b01111111;
localparam [7:0] out_N5_N4 = 8'b10110111;
localparam [7:0] out_N5_N1 = 8'b01111111;
always @(*)
begin
			case (state)
			N0:
				begin
					if ((~U[1] & ~U[0]) | ~U[6] & U[4])
						begin
							next_state = N5;
							C = out_N1_N5;
						end
					else
						begin
							next_state = N0;
							C = out_zero;
						end
				end
			N1:
				begin
					if (U[6] | U[2]&~U[3]&U[5]&~U[4]& U[1] | U[0])
						begin
							next_state = N4;
							C = out_N1_N4;
						end
					else if ( U[3]&U[1] )
						begin
							next_state = N5;
							C = out_N1_N5;
						end
					else
						begin
							next_state = N1;
							C = out_zero;
						end
				end
			N2:
				begin
					if ( U[0]&U[1] | U[2] | U[7] )
						begin
							next_state = N5;
							C = out_N2_N5;
						end
					else
						begin
							next_state = N2;
							C = out_zero;
						end
					end
			N3:
				begin
					if (~U[2]) 
						begin
							next_state = N0;
							C = out_N3_N0;
						end
					else if ( ~U[2]|U[1] | ~U[6]&~U[5]&~U[3] | U[7] )
						begin
							next_state = N1;
							C = out_N3_N1;
						end
					else if (~U[7] | ~U[4] & ~U[3] & ~ U[0])
					begin
						next_state = N2;
						C = out_N3_N2;
					end
					else 
						begin
							next_state = N3;
							C = out_zero;
						end
				end
			N4:
				begin
				if (~U[0]) 
					begin
						next_state = N0;
						C = out_N4_N0;
					end
				else if (U[5] | U[0])
					begin
						next_state = N3;
						C = out_N4_N3;
					end
				else
					begin
						next_state = N4;
						C = out_zero;
					end
				end
			N5:
				begin
					if (U[1] | U[6] & U[2] | ~U[7]&~U[3] | ~U[4]&~U[5])
						begin
							next_state = N1;
							C = out_N5_N1;
						end
					else if (U[7])
						begin
							next_state = N4;
							C = out_N5_N4;
						end
					else 
						begin
							next_state = N5;
							C = out_zero;
						end
				end
			default:
			begin
				next_state = N0;
				C = out_zero;
				end
			endcase
		end
		always @(posedge clk)
		begin
			if (rst)
				begin
					state <= N0;
				end
			else 
				begin
					state <= next_state;
				end
		end
endmodule 
File: /design/flow/constraint.sdc
current_design automata

set clk_period 2.3
set clk_io_pct 0.2

create_clock -name clk0 -period $clk_period [get_ports {clk}]

set non_clock_inputs [all_inputs -no_clocks]
set_input_delay [expr $clk_period * $clk_io_pct] -clock clk0 $non_clock_inputs
set_output_delay [expr $clk_period * $clk_io_pct] -clock clk0 [all_outputs]
==> results.txt <==
run metrics: worst reg-to-reg path cell count=7, YS chip area=503 um^2, Vias per Instance=4.50, Die Width=80 um, Final Cycle Share=between 90 and 100%, hpwl dp=around 1600 um, Worst-Margin Slew=between 0.3 and 0.4 ns, number of flip-flops under the largest register name=3, Worst EP required=1.84 ns, first-pass GRT wire length=approximately 3500 um, area of the core=about 3400 um^2, sequential share of the synthesized area=roughly an eighth, initial antenna violation count=0, hold path start=state[0], Flop pwr share=between 10% and 20%, Post-Route WL=~2000 um, Vias=~730, clock network power share=between 15 and 20%, Slew HR=between 70% and 80%, Longest Clk Path Bufs=2, Top cell area share=11.9%, Critical Path AT=around 1.7 ns, Hold Path Stages=3, Mapped Cells=a little under 70, Post-synth area hogs=dfxtp_1 12%, nand2_1 5.2%, nand2b_1 5.0%, R2R Path End=state[2], RSZ-0062 raised after global routing=false, max_cap viols=0, share of cells above drive strength 1=approximately half, final setup TNS=0 ns, final instance area=~1100 um^2, Logic pwr share=between 60% and 70%, final core occ=30.9%, final setup margin=~0.1 ns, H-tree depth=1, status=completed, syn_area_per_cell=7.40 um^2, CP endpoint kind=output port, Biggest register=state, r2r setup slk=between 0.6 and 0.7 ns, fp util=around 15%, GPL Wtd Cong=0.868, ant diodes=0, First-pass DRT Iterations=4, Tot GR Track Use=6.52%, CTS Buf Count=3, register area=between 60 and 70 um^2, Synth Register Bits=3, CP max stage delay=0.40 ns, # fillers=about 370, switching power=between 0.0002 and 0.00025 W, vias in the first global route=754, max-slew violation count=0, RR Startpoint=state[1], height of the die=~80 um, CTS tree=built, row count=21, Reg clk slew, reported paths=0.04 ns, die area=between 6000 and 7000 um^2, pre-CTS WS=-0.527 ns, Top Registers=state (3), Tmin final=2.20 ns, Hold/Removal Path Class=flip-flop to flip-flop, Internal=between 0.0003 and 0.0004 W, VDD IR-drop max=0.235 mV, worst skew pair latency=about 0.23 ns, largest net degree at the start of global routing=18, Detailed Route Iter0 Violations=approximately 43, num ports=32, crit-path cells=clkdlybuf4s15_1 > or3_4 > buf_4 > a211oi_2 > a31oi_1 > nand3_1 > buf_2, area grow syn2layout=110%, Worst Setup EP=next_state[0], maximum net fanout on the critical path=4, FMAX=455 MHz, Placed Area=roughly 900 um^2, Final Setup Violations=0, total gr overflow=0, Mapped Area=between 500 and 600 um^2, OpenROAD warnings=34, crit path from=U[6], Logic cell area=roughly 510 um^2, WS Path Type=input port to output port, root buf cell=clkbuf_4, Hold WS=a little over 0.8 ns, Yosys cell types=37, final hold violation count=0, Static Leak=0.439 nW, CP Launch Type=input port, # Cells Yosys=around 70, clock skew=a little over 0.0007 ns, Post-CTS Hold Fix Bufs=0, most area-hungry cell type in the Yosys netlist=dfxtp_1, PortBufs=23, YS warnings=1, PD cells=~560 nW/um^2, # clock sinks=3, DRC Markers=0, DRT antenna net count=0, sw frac=35.7%, slowest stage cell on the critical path=or3_4, mean routed wirelength per cell=12.6 um
==> metrics by stage <==
stage	total power, W	cells
2_1_floorplan	0.000230	68
3_3_place_gp	0.000475	150
3_5_place_dp	0.000473	150
4_1_cts	0.000588	162
5_1_grt	0.000652	163
6_report	0.000594	163
==> per-layer routing <==
metal | track usage, % | up-vias | part of all wire (%)
met5 | 0 | - | 0
met4 | 1.41 | 0 | 1.9
met3 | 1.48 | 4 | 9.0
met2 | 10.0 | 30 | 44
met1 | 8.99 | 339 | 45
li1 | - | 361 | -
==> cells in the mapped netlist (all sizes together) <==
cell / n
nor2b: 2
a21oi: 1
nand3b: 1
buf: 3
a41oi: 1
clkbuf: 1
o211ai: 1
a211oi: 3
a2bb2oi: 2
and4bb: 1
o221a: 1
o31a: 1
nand2b: 4
a21o: 2
dfxtp: 3
nor2: 5
a2111oi: 1
a211o: 1
or3: 2
inv: 4
o21ai: 4
nand3: 6
nor3: 1
and2b: 1
o22a: 1
o22ai: 1
o32a: 1
nand2: 7
a31oi: 3
nor3b: 1
o221ai: 2
==> placed cells by master, fill, tap and decap left out, types with 3 or more instances in the layout <==
cell and n:
o21ai_0 3, nor2_1 5, clkbuf_4 3, buf_4 23, nand3_1 4, buf_2 5
dlygate4sd2_1 7, nand2_1 7, clkdlybuf4s50_1 4, buf_6 3, clkbuf_2 4, nand2b_1 4
inv_1 4
==> cell families (layout without fill, tap and decap cells) <==
family                 Yosys count  count (layout)  share of synthesized area (%)
AND-OR/OR-AND                   26              26                           45.5
buffers and inverters            8              57                           7.21
AND/OR/NAND/NOR                 31              31                           35.3
flip-flops                       3               3                           11.9
==> area by class of cell <==
type / count / share of cell area (%)
tap: 46 / 5.46
sequential: 3 / 5.81
clock buffer: 4 / 2.49
multi-input combinational: 57 / 48.4
timing repair buffer: 49 / 36.4
inverter: 4 / 1.42
==> worst min path at each step <==
stage,slack (ns),to
after CTS,0.82,state[0]
after global routing,0.86,state[0]
final,0.81,state[0]
==> what timing repair did <==
item                                    4_1_cts  5_1_grt
setup buffers                                 8        1
resized                                      55       13
endpoints found under the setup margin       11        5
pin swaps                                    13        5
==> critical path: cells and delay by family <==
family	cells	cell delay, ns
AND-OR/OR-AND	2	0.32
buffers and inverters	3	0.46
AND/OR/NAND/NOR	2	0.50
==> power groups by stage <==
stage         clock network (W)  logic (W)  registers (W)
CTS                   0.0000963   0.000403      0.0000892
global route           0.000101   0.000458      0.0000927
finish                0.0000913   0.000414      0.0000891
Power figures rest on the tool's default switching activity, not on a simulated workload.
